==> flow/design.v <==
module multiplier (
    input [31:0] A, B,        
    input control, reset,      
    output reg [31:0] out,     
    output reg exception       
);
    reg sign_A, sign_B, sign_out;   
    reg [7:0] exp_A, exp_B, exp_out;   
    reg [23:0] mant_A, mant_B;   
    reg [47:0] product;   
    function [47:0] booth_multiply(input [23:0] m1, input [23:0] m2);
        reg [47:0] P;   
        integer i;
        begin
            P = 0;
            for (i = 0; i < 24; i = i + 1) begin
                if (m2[i])   
                    P = P + (m1 << i);
            end
            booth_multiply = P;   
        end
    endfunction
    always @(posedge control or posedge reset) begin
        if (reset) begin
            out <= 32'b0;
            exception <= 0;
        end else begin
            sign_A = A[31];
            sign_B = B[31];
            exp_A = A[30:23];
            exp_B = B[30:23];
            mant_A = {1'b1, A[22:0]};   
            mant_B = {1'b1, B[22:0]};   
            sign_out = sign_A ^ sign_B;
            exp_out = exp_A + exp_B - 127;
            product = booth_multiply(mant_A, mant_B);
            if (product[47]) begin
                out[22:0] = product[46:24];   
                exp_out = exp_out + 1;        
            end else begin
                out[22:0] = product[45:23];   
            end
            out[31] = sign_out;
            out[30:23] = exp_out;
            exception = (exp_out >= 255) ? 1 : 0;
        end
    end
endmodule
==> flow/run.sh <==
#!/bin/bash
# OpenROAD 26Q1-2900-gdf79404cd8, Yosys 0.63+post, stock flow scripts
make -C /OpenROAD-flow-scripts/flow DESIGN_CONFIG=/design/flow/config.mk WORK_HOME=/design/flow/orfs finish
==> flow/config.mk <==
export PLATFORM = sky130hd
export DESIGN_NAME = multiplier
export DESIGN_NICKNAME = multiplier
export VERILOG_FILES = /design/flow/design.v
export SDC_FILE = /design/flow/constraint.sdc
export NUM_CORES = 4
export LEC_CHECK = 1
export CORE_UTILIZATION = 40
==> flow/constraint.sdc <==
current_design multiplier

set clk_period 1.0
set clk_io_pct 0.2

create_clock -name clk0 -period $clk_period [get_ports {control}]

set non_clock_inputs [all_inputs -no_clocks]
set_input_delay [expr $clk_period * $clk_io_pct] -clock clk0 $non_clock_inputs
set_output_delay [expr $clk_period * $clk_io_pct] -clock clk0 [all_outputs]
==> impl_metrics.toml <==
# physical design summary
[worst_setup_path]
crit_slowest_cell = "or4_1"
cp_max_fo = 6
endpoint_kind = "register"
critPathArrivalTime_ns = 31.59
start_kind = "input pin"
path_common_cell = "buf_4"
crit_required_ns = 1.16
max_stage_delay_ns = 0.50
path_class = "input pin to register"

[sta]
hold_violations = 0
fin_crit_ns = 31.43
tightest_slew_ns = 1.24
fin_tns_setup_ns = -971.86
drv_slew = 0
rsz0062_at_grt = "true"
layout_setup_ws_ns = -30.43
relSlewSlack = 0.171
setup_violations = 32
post-route-period-util = 31.4
fmax_mhz = 31.8
whs_ns = 0.268

[yosys]
synth-edff-count = 0
synth_top_flop_cell = "dfrtp_1"
yosys.area.top_type = "ha_1"
synthCells = 5745
adder_share = 0.190
yosysSeqAreaShare = 0.0210
async_flop_share = 1.00
synth.logic.top_family = "AND-OR/OR-AND gates"
top_cell_area_share = 0.178
ys_seq_elements = 33
synth_area_um2 = 39300
ys_sh_simple = 0.243
yosysWarnings = 1
synthTopCellsByArea = "ha_1 (18%), a21oi_1 (6.0%), nand2_1 (5.6%)"
ys_chip_area_um2 = 39300
ys_sh_mux = 0.0420
ys_types = 105
ys_sh_aoi = 0.373
syn_avg_cell_area_um2 = 6.84
synthXorXnorAreaFrac = 0.0810
yosys_cells = 5745

[hold_path]
hold_class = "input pin to asynchronous set/reset pin"

[finish]
layout_top_cells = "buf_4 (2902), nand2_1 (555), nor2_1 (445)"
fillerInstances = 7286
seq_area_um2 = 826
layout_top_cell = "buf_4"
drive_above_1_share = 0.472
area_growth_pct = 75.2
fin_area_um2 = 68800
logic_area_um2 = 42100

[die]
core-area_um2 = 97000
row_count = 114
io_pins = 99
die_w_um = 315
fp_util = 0.405
die_h_um = 315
chipArea_um2 = 99500

[global_routing]
antenna_found_initial = 7
grt-ovfl-total = 0
grt_max_degree = 36
track_usage = 0.366
grt_pass1_vias = 51288
grt_pass1_wl_um = 284000

[cts]
cts_max_level = 2
cts_sinks = 33
path_clk_slew_ns = 0.05
cts_buffers = 5
cts_buffer_depth = 2
tritoncts = "yes"
clock-root-buffer = "clkbuf_16"
cts.hold.buffers_added = 0

[route]
wl_um = 188000
wl_per_cell_um = 19.1
viasPerCell = 5.65
drtIter0Drc = 4053
drtPass1Iterations = 29
drc_errors = 0
wl_met3_um = 16100
top_layer_used = "met5"
ant_nets = 0
route.vias.total = 55807
wl_met2_um = 78800
met1_length_um = 87100

[run]
warnings = 75
cap_violations = 0

[placed_design]
placed_area_um2 = 61400
gp_congestion = 1.04
detailed_place_hpwl_um = 150000
preCtsSetupSlack_ns = -32.31
io_buffers = 98

[status]
violations = "setup timing"
status = "complete, but fails checks"
==> logic make-up after synthesis <==
| kind of cell | Yosys count |
|---|---|
| simple gates | 1978 |
| fa+ha+maj | 584 |
| xor+xnor | 362 |
| compound gates | 2140 |
| flops | 33 |
| buf+inv | 497 |
| mux | 151 |
==> per-stage QoR <==
stage	cells	util
global route	9867	0.710
detailed placement	9456	0.633
finish	9872	0.710
floorplan	5745	-
CTS	9759	0.681
global placement	9456	0.633
==> worst max-delay path, delay by kind of cell <==
| kind | cells | cell delay (ns) |
|---|---|---|
| xor+xnor | 11 | 1.56 |
| mux | 4 | 1.03 |
| simple gates | 41 | 5.63 |
| fa+ha+maj | 21 | 6.50 |
| compound gates | 68 | 12.21 |
| buf+inv | 36 | 4.41 |
==> flip-flops by register name (all words and copies together) (netlist names) <==
name and flops:
out 32, exception 1
==> Yosys cell counts, types with 63 or more instances <==
cell,number
nand2_1,586
ha_1,559
nor2_1,487
a21oi_1,471
o21ai_0,410
inv_1,277
a21o_1,263
xnor2_1,236
clkbuf_1,162
nand3_1,146
nor3_1,144
o21a_1,126
xor2_1,125
mux2_2,102
a31oi_1,91
nand2b_1,85
and3_1,83
a21boi_0,81
nor2b_1,80
or3_1,70
o211ai_1,67
a211oi_1,63
nand4_1,63
==> cell type report <==
| type | instances | area share |
|---|---|---|
| antenna | 6 | 0.000218 |
| clock buffer | 6 | 0.00187 |
| clock inverter | 2 | 0.000145 |
| inverter | 286 | 0.0156 |
| multi-input combinational | 5216 | 0.612 |
| sequential | 33 | 0.0120 |
| tap | 1276 | 0.0232 |
| timing repair buffer | 3047 | 0.335 |
==> final timing paths <==
| check | start | end | slack (ns) |
|---|---|---|---|
| min in group clk0 | A[31] | out[31]$_DFF_PP0_ | 0.51 |
| max in group asynchronous | reset | out[16]$_DFF_PP0_ | 0.55 |
| worst min-delay path | reset | out[31]$_DFF_PP0_ | 0.27 |
| worst max-delay path | B[0] | out[17]$_DFF_PP0_ | -30.43 |
==> per-layer routing <==
layer,vias to the layer above,GRT usage
li1,27408,-
met1,26120,0.534
met2,1955,0.561
met3,318,0.0600
met4,6,0.0896
met5,-,0
==> repair_timing <==
action                                  in CTS  in global routing
cloned                                       3                  0
hold endpoints to repair                     0                  0
gates resized                              605                451
setup buffers                              293                111
endpoints found under the setup margin      65                 38
pin swaps                                  371                318
