===== design/flow/config.mk =====
export PLATFORM = sky130hd
export DESIGN_NAME = memory
export DESIGN_NICKNAME = memory
export VERILOG_FILES = /design/flow/design.v
export SDC_FILE = /design/flow/constraint.sdc
export NUM_CORES = 4
export LEC_CHECK = 1
export CORE_AREA = 10 10 104 104
export DIE_AREA = 0 0 114 114

===== design/flow/constraint.sdc =====
current_design memory

set clk_period 3.2
set clk_io_pct 0.2

create_clock -name clk0 -period $clk_period [get_ports {clk}]

set non_clock_inputs [all_inputs -no_clocks]
set_input_delay [expr $clk_period * $clk_io_pct] -clock clk0 $non_clock_inputs
set_output_delay [expr $clk_period * $clk_io_pct] -clock clk0 [all_outputs]

===== design/flow/design.v =====
module memory (
    input clk,                 
    input dataready,           
    input stop,                
    output reg num1_bit,       
    output reg num2_bit,       
    output reg select0,        
    output reg select1,        
    output reg ok              
);
    reg [31:0] num1_data [3:0];  
    reg [31:0] num2_data [3:0];  
    reg [1:0] select_data [3:0];  
    reg [1:0] data_index;     
    reg [5:0] bit_index;      
    reg [1:0] state;  
    localparam IDLE = 2'b00, SEND_DATA = 2'b01, WAIT_STOP = 2'b10;
    initial begin
        num1_data[0] = 32'h4048F5C3;   
        num2_data[0] = 32'h41AD0651;   
        select_data[0] = 2'b00;
        num1_data[1] = 32'hC0490FDB;   
        num2_data[1] = 32'h41B2C8EC;   
        select_data[1] = 2'b01;
        num1_data[2] = 32'h40C90FDB;   
        num2_data[2] = 32'h41200000;   
        select_data[2] = 2'b10;
        num1_data[3] = 32'hC1200000;   
        num2_data[3] = 32'h412C0000;   
        select_data[3] = 2'b11;
        data_index = 0;
        bit_index = 0;
        num1_bit = 0;
        num2_bit = 0;
        select0 = 0;
        select1 = 0;
        ok = 0;
        state = IDLE;
    end
    always @(posedge clk) begin
        case (state)
            IDLE: begin
                if (dataready == 1'b1) begin
                    bit_index <= 31;   
                    select0 <= select_data[data_index][0];
                    select1 <= select_data[data_index][1];
                    ok <= 1'b0;   
                    state <= SEND_DATA;
                end
            end
            SEND_DATA: begin
                if (!stop) begin
                    num1_bit <= num1_data[data_index][bit_index];   
                    num2_bit <= num2_data[data_index][bit_index];   
                    if (bit_index > 0) begin
                        bit_index <= bit_index - 1;
                    end else begin
                        ok <= 1'b1;
                        state <= WAIT_STOP;
                    end
                end
            end
            WAIT_STOP: begin
                if (stop == 1'b1) begin
                    ok <= 1'b0;       
                    num1_bit <= 1'b0;  
                    num2_bit <= 1'b0;  
                    select0 <= 1'b0;   
                    select1 <= 1'b0;   
                    if (data_index < 3) begin
                        data_index <= data_index + 1;
                    end else begin
                        data_index <= 0;  
                    end
                    state <= IDLE;   
                end
            end
        endcase
    end
endmodule

===== design/flow/run.sh =====
#!/bin/bash
# OpenROAD 26Q1-2900-gdf79404cd8, Yosys 0.63+post, stock flow scripts
make -C /OpenROAD-flow-scripts/flow DESIGN_CONFIG=/design/flow/config.mk WORK_HOME=/design/flow/orfs finish

==> flow_metrics.tcl <==
# collected from the flow reports
set metrics [dict create \
    reg2reg_from "bit_index[1]" \
    die_h_microns 114 \
    hold_violations 0 \
    ys_types 38 \
    log.warning_count 33 \
    numCtsBuffers 3 \
    grt_setup_unrepaired "no" \
    finalSetupViolCount 0 \
    crit_slowest_cell "edfxtp_1" \
    cts.sinks 14 \
    critical_path.startpoint "bit_index[1]" \
    worstSetupPathType "flip-flop to flip-flop" \
    grt_max_degree 18 \
    grt_pass1_wl_mm 3.61 \
    vias 794 \
    dpl.hpwl_mm 1.52 \
    cts_max_path_buffers 2 \
    grt_pass1_vias 779 \
    clkTransAtPathRegs_ns 0.06 \
    coreArea_sq_mm 0.00868 \
    finalWirelength_mm 2.06 \
    syn_inst 111 \
    hp-start "bit_index[5]" \
    drtIter0Drc 99 \
    routabilityCongestion 0.849 \
    cp_max_fo 17 \
    post-cts-setup-buffers 0 \
    lay_top_cells "edfxtp_1 (14), nor2_1 (11), ha_1 (11), nand2_1 (9), inv_1 (8)" \
    endpoint_kind "flip-flop" \
    grt_remaining_overflow 0 \
    path_cells "inv_1 -> ha_1 -> or3b_1 -> or3_1 -> o21a_1 -> nor3_2" \
    routedWlPerCell_microns 9.16 \
    yosysWarnings 1 \
    cp-start-kind "flip-flop" \
    drive_above_1_share_pct 5.98 \
    ant_nets 0 \
    place.port_buffers 7 \
    fp_util_pct 12.4 \
    num_io_pins 8 \
    synth_area_per_cell_sq_um 9.68 \
    leakage_nw 0.455 \
    power.total_w 0.000961 \
    crit_path_max_incr_delay_ns 0.59 \
    required_ns 3.14 \
    period_minus_slack_ns 2.39 \
    power.density_mw_per_mm2 738 \
    outcome "complete, no violations" \
    slew_headroom_pct 54.0 \
    hold-worst-slack_ns 0.684 \
    pre_cts_ws_ns 0.826 \
    min_path_type "flip-flop to flip-flop" \
    syn-cell-area_sq_mm 0.00107 \
    worst_slack_ns 0.812 \
    path_buffers 1 \
    chipArea_sq_mm 0.0130 \
    holdBufCountCts 0 \
    final_common_cell "edfxtp_1" \
    ys_cells 111 \
    finalSetupTns_ns 0 \
    antenna_found_initial 0 \
    fin_skew_ns 0.00324 \
    area_growth_pct 21.1 \
    fp-row-count 34 \
    firstDrtPassIters 4 \
    crit_family "simple AND/OR/NAND/NOR gates" \
    tightest_slew_ns 0.687 \
    cts_tree "yes" \
    max_freq_mhz 419 \
    drc 0 \
    routed_via_density 3.53 \
    crit_arrival_ns 2.33 \
    slew_viol_final 0 \
    h-tree-depth 1 \
    cts_resized 0 \
    finalClockPeriodUsage_pct 74.6 \
    grtUsageTotal_pct 3.26 \
    synth_seq_share_pct 39.1 \
    numSynthFlops 14 \
    clk_latency_ns 0.24 \
    synth_chip_area_sq_mm 0.00107 \
    diodes 0 \
    dieWidth_microns 114 \
    cap_violations 0 \
    peakVddDrop_uv 214 \
    cts-root-buf "clkbuf_8" \
]
-- registers in the layout, indices dropped and copies added, names as in the netlist --
signal / count
state: 2
bit_index: 6
num1_bit: 1
select1: 1
data_index: 2
num2_bit: 1
select0: 1
-- metal layers --
layer	wire, microns	up-vias	GRT usage, %
met5	0	-	0
li1	-	410	-
met1	1010	365	4.51
met3	118	2	1.22
met2	894	17	4.78
met4	38	0	0.668
-- cell families (layout without fill, tap and decap cells) --
| group | count (synthesis) | in the layout | synth area share [%] |
|---|---|---|---|
| AOI/OAI and AO/OA | 23 | 23 | 16.1 |
| buffers and inverters | 15 | 21 | 5.70 |
| and+or+nand+nor | 40 | 40 | 19.3 |
| xor gates and xnor gates | 5 | 5 | 4.07 |
| DFF | 14 | 14 | 39.1 |
| muxes | 3 | 3 | 2.91 |
| adders and majority gates | 11 | 11 | 12.8 |
-- final cells by class --
type / instances / area [sq um]
well taps: 108 / 135
inverters: 10 / 37.5
multi-input cells: 82 / 593
fillers: 994 / 7380
flip-flops and latches: 14 / 420
clock buffers: 3 / 41.3
clock inverters: 1 / 3.75
repair buffers: 7 / 70.1
-- Yosys cell counts --
cell | count | area (sq um)
a2111oi_0 | 2 | 17.5
a211oi_1 | 1 | 7.51
a21oi_1 | 3 | 15.0
a221oi_1 | 2 | 17.5
a2bb2oi_1 | 1 | 8.76
a311oi_1 | 1 | 8.76
a31oi_1 | 1 | 6.26
and2_1 | 5 | 31.3
and3b_1 | 1 | 8.76
buf_2 | 4 | 20.0
clkbuf_1 | 1 | 3.75
edfxtp_1 | 14 | 420
ha_1 | 11 | 138
inv_1 | 8 | 30.0
inv_2 | 2 | 7.51
mux2_2 | 1 | 11.3
mux2i_1 | 2 | 20.0
nand2_1 | 9 | 33.8
nand2b_1 | 4 | 25.0
nand3b_1 | 1 | 7.51
nor2_1 | 11 | 41.3
nor2b_1 | 2 | 12.5
nor3_1 | 3 | 15.0
nor3_2 | 1 | 10.0
nor3b_1 | 1 | 7.51
o211ai_1 | 2 | 15.0
o21a_1 | 3 | 22.5
o21ai_0 | 1 | 5.00
o21ai_1 | 1 | 5.00
o221a_1 | 1 | 11.3
o221ai_1 | 1 | 8.76
o22ai_1 | 1 | 6.26
o311a_1 | 1 | 10.0
o31ai_1 | 1 | 7.51
or3_1 | 1 | 6.26
or3b_1 | 1 | 8.76
xnor2_1 | 4 | 35.0
xor2_1 | 1 | 8.76
-- final timing paths --
check	end	slack (ns)	depth (start not counted)
worst min-delay path	bit_index[5]	0.68	2
worst max-delay path	state[1]	0.81	6
worst min register to register	bit_index[5]	0.68	2
worst max register to register	state[1]	0.81	6
-- per-stage QoR --
step	util [%]	cell area (sq um)	std cells
floorplan	-	1070	111
global placement	14.5	1260	221
detailed placement	14.5	1260	221
CTS	15.0	1300	225
global route	15.0	1300	225
finish	15.0	1300	225
-- worst reg2reg max path, delay by kind of cell (launching register included) --
family	cells	cell delay, ns
AND/OR/NAND/NOR	3	0.94
flip-flops	1	0.59
adder cells (fa/ha/maj)	1	0.22
AND-OR/OR-AND	1	0.19
buffers and inverters	1	0.16
-- report_power, final --
part	leakage, nW	internal [W]	total [W]	switching (W)
clock network	0.0231	0.0000847	0.000142	0.0000574
registers	0.124	0.000317	0.000401	0.0000843
logic	0.308	0.000210	0.000418	0.000208
Power figures rest on the tool's default switching activity, not on a simulated workload.
