$ cat flow/run.sh
#!/bin/bash
# OpenROAD 26Q1-2900-gdf79404cd8, Yosys 0.63+post, stock flow scripts
make -C /OpenROAD-flow-scripts/flow DESIGN_CONFIG=/design/flow/config.mk WORK_HOME=/design/flow/orfs finish
$ cat flow/config.mk
export PLATFORM = sky130hd
export DESIGN_NAME = instructions
export DESIGN_NICKNAME = instructions
export VERILOG_FILES = /design/flow/design.v
export SDC_FILE = /design/flow/constraint.sdc
export NUM_CORES = 4
export LEC_CHECK = 1
export CORE_UTILIZATION = 30
$ cat flow/constraint.sdc
current_design instructions

set clk_period 2.7
set clk_io_pct 0.2

create_clock -name clk0 -period $clk_period [get_ports {clk}]

set non_clock_inputs [all_inputs -no_clocks]
set_input_delay [expr $clk_period * $clk_io_pct] -clock clk0 $non_clock_inputs
set_output_delay [expr $clk_period * $clk_io_pct] -clock clk0 [all_outputs]
$ cat flow/design.v
module instructions (
    input clk,
    input loadData,
    output reg [31:0] A,
    output reg [31:0] B
);
    reg [31:0] A_mem [0:31];
    reg [31:0] B_mem [0:31];
    reg [4:0] index;             
    reg loadData_prev;           
    reg loadData_valid;          
    initial begin
        A_mem[0]=32'h41bc587e; B_mem[0]=32'h42347e6a;  
        A_mem[1]=32'h426327f2; B_mem[1]=32'hc20a4585;  
        A_mem[2]=32'hc29dd1fa; B_mem[2]=32'h414587dd;  
        A_mem[3]=32'hc14570a4; B_mem[3]=32'hc2c587ae;  
        A_mem[4]=32'h42c587e3; B_mem[4]=32'h42347e5d;  
        A_mem[5]=32'h42f6e666; B_mem[5]=32'hc287c7ae;  
        A_mem[6]=32'hc2631eb8; B_mem[6]=32'h41bb999a;  
        A_mem[7]=32'hc1bb999a; B_mem[7]=32'hc29dcccd;  
        A_mem[8]=32'h4145851f; B_mem[8]=32'h4287c7ae;  
        A_mem[9]=32'h420a3d71; B_mem[9]=32'hc14570a4;  
        A_mem[10]=32'hc29dd1ec; B_mem[10]=32'h41bb999a;  
        A_mem[11]=32'hc2631eb8; B_mem[11]=32'hc20a3d71;  
        A_mem[12]=32'h42f6e979; B_mem[12]=32'h414570a4;  
        A_mem[13]=32'h4236ae14; B_mem[13]=32'hc0d8f5c3;  
        A_mem[14]=32'hc29dd1ec; B_mem[14]=32'h41bb999a;  
        A_mem[15]=32'hc2631eb8; B_mem[15]=32'hc20a3d71;  
        A_mem[16]=32'h4145851f; B_mem[16]=32'h00000000;  
        A_mem[17]=32'h00000000; B_mem[17]=32'h4145851f;  
        A_mem[18]=32'h00000000; B_mem[18]=32'hc29dd1ec;  
        A_mem[19]=32'h00000000; B_mem[19]=32'h00000000;  
        A_mem[20]=32'h7fc00000; B_mem[20]=32'h414570a4;  
        A_mem[21]=32'h7fc00000; B_mem[21]=32'h4236ae14;  
        A_mem[22]=32'h7fc00000; B_mem[22]=32'h429dd1ec;  
        A_mem[23]=32'h7fc00000; B_mem[23]=32'h41bb999a;  
        A_mem[24]=32'h7f800000; B_mem[24]=32'h414570a4;  
        A_mem[25]=32'h7f800000; B_mem[25]=32'h4236ae14;  
        A_mem[26]=32'h7f800000; B_mem[26]=32'hc29dd1ec;  
        A_mem[27]=32'h7f800000; B_mem[27]=32'h41bb999a;  
        A_mem[28]=32'h40000000; B_mem[28]=32'h40800000;  
        A_mem[29]=32'h41000000; B_mem[29]=32'h40000000;  
        A_mem[30]=32'h40c00000; B_mem[30]=32'h40800000;  
        A_mem[31]=32'h41800000; B_mem[31]=32'h40800000;  
        index = 0;                
        A = 32'b0;
        B = 32'b0;
        loadData_prev = 0;
        loadData_valid = 0;
    end
    always @(posedge clk) begin
        if (loadData && !loadData_prev) begin
            loadData_valid <= 1;
        end
        loadData_prev <= loadData;
        if (loadData_valid) begin
            A <= A_mem[index];
            B <= B_mem[index];
            index <= index + 1;
            if (index == 31) begin
                index <= 0;         
            end
            loadData_valid <= 0;    
        end
    end
endmodule
==> flow_metrics.py <==
# Flow results
metrics = {
    "timing": {
        "fmax_mhz": 484,
        "finalSetupViolations": 0,
        "skew_ns": 0.00506,
        "period_needed_ns": 2.06,
        "finalHoldWorstSlack_ns": 0.378,
        "rsz0062_at_grt": "false",
        "setup_tns_ns": 0,
        "hold_viol": 0,
        "slew_headroom": 0.460,
        "finalMaxSlewViolations": 0,
        "finalCritPeriodShare": 0.764,
        "worstMarginPinSlew_ns": 0.810,
    },
    "cts": {
        "insertion_delay_ns": 0.33,
        "root_buffer": "clkbuf_16",
        "cts_max_path_buffers": 2,
        "path_clk_slew_ns": 0.05,
        "cts-htree-levels": 3,
        "ctsHoldBuffers": 0,
        "cts_tree": "yes",
        "clock-sinks": 64,
        "cts_made_buffers": 9,
        "cts_setup_buffers": 0,
        "ctsResizeCount": 0,
    },
    "global_route": {
        "antenna_found_initial": 0,
        "grt_max_degree": 80,
        "grt_usage": 0.166,
        "grt_pass1_wl_um": 16400,
        "grt_pass1_vias": 2948,
        "globalRoute.totalOverflow": 0,
    },
    "floorplan": {
        "die_w_um": 116,
        "core_area_sq_um": 12700,
        "die_area_sq_um": 13500,
        "die_h_um": 116,
        "ios": 66,
        "floorplan.core_util": 0.308,
        "rows": 41,
    },
    "synthesis": {
        "topCellsByArea": "edfxtp_1, a21oi_1, ha_1",
        "syn_area_sq_um": 3910,
        "avgSynthCellArea_sq_um": 9.90,
        "top_cell_area_share": 0.476,
        "ys_cells": 395,
        "ys_seq_share": 0.487,
        "synth-edff-count": 62,
        "largest_area_cell": "edfxtp_1",
        "synth_cell_types": 57,
        "ys_ff": 64,
        "synthCells": 395,
        "yosys_most_used_dff": "edfxtp_1",
        "synthArstFlopShare": 0,
        "ys_chip_area_sq_um": 3910,
        "yosys_warnings": 1,
    },
    "layout": {
        "comb_area_sq_um": 1730,
        "drive_gt1_frac": 0.0706,
        "final_cells": 611,
        "seqCellArea_sq_um": 1900,
        "area_delta_synth_final_pct": 25.0,
        "fin_util": 0.386,
        "fill_cells": 1218,
    },
    "drt": {
        "drt-vias-per-instance": 5.27,
        "drt_iter0_drc": 353,
        "num_vias": 3217,
        "antenna_cells": 0,
        "drc": 0,
        "wire_per_inst_um": 17.4,
        "ant_nets": 0,
        "dr.pass1.iters": 5,
        "drt-total-wl_um": 10600,
    },
    "place": {
        "numPortBuffers": 61,
        "dp_cells": 595,
        "gp_congestion": 0.874,
        "hpwl_um": 6860,
    },
    "power": {
        "ir_drop_mv": 0.263,
        "p_leak_nw": 1.71,
        "power_mw": 2.74,
        "p_per_area_nw_per_um2": 560,
    },
    "critical_path": {
        "critPathLaunchType": "flip-flop",
        "worstPathRequired_ns": 2.77,
        "path_class": "flip-flop to flip-flop",
        "arrival_ns": 2.14,
        "cp_max_fo": 22,
        "r2r_slack_ns": 0.64,
        "worstSetupEndpointType": "flip-flop",
    },
    "outcome": {
        "status": "finished clean",
    },
    "run": {
        "warning_count": 35,
        "drv_cap": 0,
    },
    "worst_hold_path": {
        "hold_class": "flip-flop to flip-flop",
    },
}
==> per-layer routing <==
| metal | part of all wire | wire length, um | track usage | vias to the layer above |
|---|---|---|---|---|
| met5 | 0 | 0 | 0 | - |
| met4 | 0.021 | 218 | 0.0316 | 0 |
| met3 | 0.064 | 677 | 0.0285 | 18 |
| met2 | 0.46 | 4860 | 0.250 | 136 |
| met1 | 0.46 | 4850 | 0.264 | 1530 |
| li1 | - | - | - | 1533 |
==> state kept, by name (all words and copies together), names as in the netlist <==
name / flops
A: 29
B: 28
index: 5
loadData_valid: 1
loadData_prev: 1
==> area by class of cell <==
cell class / count / share of cell area
multi-input cells: 281 / 0.355
inverters: 9 / 0.00691
clock buffers: 12 / 0.0484
well taps: 172 / 0.0440
repair buffers: 69 / 0.142
flip-flops and latches: 64 / 0.390
clock inverters: 4 / 0.0141
==> cells by family (layout without fill, tap and decap cells) <==
kind of cell    Yosys count  in the layout  synth area share
compound gates          142            142             0.227
flops                    64             64             0.487
buf+inv                  53             94            0.0730
simple gates            112            112             0.139
other cells               1              4          0.000959
fa+ha+maj                15             15            0.0480
mux                       6              6            0.0186
xor+xnor                  2              2           0.00640
==> cell usage in the layout (no fill, tap or decap), types with 7 or more instances in the layout <==
cell type	n
nor2_1	33
o21ai_0	37
ha_1	15
clkbuf_16	9
nand2b_1	15
a211oi_1	10
a21oi_1	39
edfxtp_1	62
nand2_1	29
inv_1	7
clkdlybuf4s50_1	61
nand3_1	10
==> stage by stage <==
stage | setup WS [ns] | cell area, sq um
finish | 0.636 | 4890
global placement | 0.671 | 4580
detailed placement | 0.674 | 4580
CTS | 0.650 | 4890
global route | 0.367 | 4890
floorplan | 0.513 | 3920
==> critical path, cell delays in order (launching register included) <==
cell and delay, ns:
edfxtp_1 0.34, buf_4 0.29, ha_1 0.51, nand2b_1 0.20, a21boi_1 0.17, o21ai_1 0.17, o21ai_0 0.12
==> path summary, 6_finish.rpt <==
path                 startpoint  depth (start not counted)        endpoint
setup reg to reg       index[1]                          6            B[2]
hold reg to reg   loadData_prev                          1  loadData_valid
setup / recovery       index[1]                          6            B[2]
hold / removal    loadData_prev                          1  loadData_valid
==> cell usage after synthesis, drive strengths merged (6+ instances only) <==
| master | number |
|---|---|
| buf | 33 |
| a211oi | 10 |
| edfxtp | 62 |
| nand2b | 17 |
| o21ai | 43 |
| ha | 15 |
| nand3 | 11 |
| clkbuf | 11 |
| nor2 | 33 |
| nand2 | 30 |
| a21oi | 39 |
| o211ai | 6 |
| inv | 9 |
==> power breakdown <==
group          internal (mW)  switching (mW)  total [mW]
clock network          0.803           0.394        1.20
logic                  0.160           0.213       0.373
registers               1.15          0.0139        1.17
total                   2.12           0.621        2.74
Power figures rest on the tool's default switching activity, not on a simulated workload.
